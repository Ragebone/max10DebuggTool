==> flow/design.v <==
module led_hex(mclk, reset, number, led_c, led_a);
   input mclk, reset;
   input [19:0] number;
   output [7:0] led_c;
   output [3:0] led_a;
   reg [7:0]    led_c;
   reg [3:0]    led_a;
   reg [13:0]   clkdiv;
   wire [1:0]   digit = clkdiv[13:12];
   wire [3:0]   hex = (digit == 0 ? number[15:12] :
                       digit == 1 ? number[11:8] :
                       digit == 2 ? number[7:4] :
                       digit == 3 ? number[3:0] : 4'hX);
   wire [3:0]   anode = (digit == 0 ? 4'b1110 :
                         digit == 1 ? 4'b1101 :
                         digit == 2 ? 4'b1011 :
                         digit == 3 ? 4'b0111 : 4'hX);
   wire         decimal = !(digit == 0 ? number[19] :
                            digit == 1 ? number[18] :
                            digit == 2 ? number[17] :
                            digit == 3 ? number[16] : 1'bX);
   wire [6:0]   seg = (hex == 4'h0 ? 7'b1000000 :
                       hex == 4'h1 ? 7'b1111001 :
                       hex == 4'h2 ? 7'b0100100 :
                       hex == 4'h3 ? 7'b0110000 :
                       hex == 4'h4 ? 7'b0011001 :
                       hex == 4'h5 ? 7'b0010010 :
                       hex == 4'h6 ? 7'b0000010 :
                       hex == 4'h7 ? 7'b1111000 :
                       hex == 4'h8 ? 7'b0000000 :
                       hex == 4'h9 ? 7'b0010000 :
                       hex == 4'hA ? 7'b0001000 :
                       hex == 4'hB ? 7'b0000011 :
                       hex == 4'hC ? 7'b1000110 :
                       hex == 4'hD ? 7'b0100001 :
                       hex == 4'hE ? 7'b0000110 :
                       hex == 4'hF ? 7'b0001110 : 7'hXX);
   always @(posedge mclk or posedge reset)
     if (reset) begin
        clkdiv <= 0;
        led_a <= 4'b1111;
        led_c <= 8'b11111111;
     end
     else begin
        clkdiv <= clkdiv + 1;
        led_a <= anode;
        led_c <= {decimal, seg};
     end
endmodule
==> flow/run.sh <==
#!/bin/bash
# OpenROAD 26Q1-2900-gdf79404cd8, Yosys 0.63+post, stock flow scripts
make -C /OpenROAD-flow-scripts/flow DESIGN_CONFIG=/design/flow/config.mk WORK_HOME=/design/flow/orfs finish
==> flow/config.mk <==
export PLATFORM = sky130hd
export DESIGN_NAME = led_hex
export DESIGN_NICKNAME = led_hex
export VERILOG_FILES = /design/flow/design.v
export SDC_FILE = /design/flow/constraint.sdc
export NUM_CORES = 4
export LEC_CHECK = 1
export CORE_UTILIZATION = 30
==> flow/constraint.sdc <==
current_design led_hex

set clk_period 3.8
set clk_io_pct 0.2

create_clock -name clk0 -period $clk_period [get_ports {mclk}]

set non_clock_inputs [all_inputs -no_clocks]
set_input_delay [expr $clk_period * $clk_io_pct] -clock clk0 $non_clock_inputs
set_output_delay [expr $clk_period * $clk_io_pct] -clock clk0 [all_outputs]
==> Flow_metrics.wiki <==
== Implementation results ==
{| class="wikitable"
! Metric !! Value
|-
| H-tree levels || 1
|-
| Reg2Reg Launch Point || clkdiv[12]
|-
| Distinct cell type count of the synthesized netlist || 31
|-
| Time the final worst path needs with I/O delays and setup || between 2 and 2.5 ns
|-
| Count of instantiated cells in the yosys netlist || between 100 and 150
|-
| Met2 usage || 18.88%
|-
| Placer's final routability congestion estimate || just under 0.9
|-
| Number of buffers created by CTS || 3
|-
| Most frequent logic cell in the layout || clkdlybuf4s50_1
|-
| Row cnt || 22
|-
| Resized cells post-CTS || 0
|-
| Critical Path Start Type || input pin
|-
| Worst setup slack for register-to-register paths || approximately 1.7 ns
|-
| Max Fanout on Critical Path || 10
|-
| Source of the worst hold timing path || clkdiv[4]
|-
| Global-route usage over all layers || 11.67%
|-
| Clock Pin Slew Worst Setup and Hold Paths || 0.09 ns
|-
| Instance count after placement with tap cells included || between 150 and 200
|-
| Fraction of final layout cells sized beyond drive strength 1 || a little under a fifth
|-
| Stage-log warning count || 25
|-
| Synth top area cells || dfrtp_1, dfstp_2, mux4_2
|-
| CTS sink cnt || 26
|-
| Number of primary I/O pins || 34
|-
| Post-synthesis area per instance || 12.13 µm²
|-
| Chip height || 65.90 µm
|-
| Total vias in the final route || around 900
|-
| Worst IR Drop VDD || 0.0002631 V
|-
| Share of the core filled with cells || between 40% and 50%
|-
| Number of global-route vias before repair || around 850
|-
| Clock tree from TritonCTS || done
|-
| YS warnings || 1
|-
| Final Hold Violating Endpoints || 0
|-
| Critical Setup Path Class || input pin to register
|-
| Violation tally from detailed-route iteration zero || 30
|-
| Worst hold path stage count || 1
|-
| Number of buffers added to fix hold violations after cts || 0
|-
| Final setup fails || 0
|-
| CTS Root Buffer Type || clkbuf_8
|-
| R2R depth || 4
|-
| Hold path endpoint || clkdiv[4]
|-
| Total Die Area || approximately 4300 µm²
|-
| Total non-filler cell area in the finished layout || between 1500 and 2000 µm²
|-
| Count of TritonRoute iterations in the first routing pass || 4
|-
| Post-route clock skew || ~0.00091 ns
|-
| Number of buffers on the longest clock path || 2
|-
| Post-layout period usage || 57.57%
|-
| Vias per inst || 4.859
|-
| Slew at the pin with the worst max-slew slack || roughly 0.49 ns
|-
| Count of unresolved DRC violations after routing || 0
|-
| Unrepaired setup endpoints after global routing || no
|-
| Max-cap violations || 0
|-
| Seq share, synth || between 50% and 60%
|-
| Routed WL per cell || approximately 12 µm
|-
| Global routing usage on met3 || 3.322%
|-
| Rel. slew slack || 67.39%
|-
| Cell type with the largest total area || dfrtp_1
|-
| Initial antenna violation count || 0
|-
| Number of port buffers || 33
|-
| Leakage power || just over 0.7 nW
|-
| Filler-free cell count of the finished design || 185
|-
| Post-synthesis instance area || 1225 µm²
|-
| Most frequent logic cells in the routed design || clkdlybuf4s50_1, dfrtp_1, dfstp_2
|-
| Cell count after synthesis || 101
|-
| Total antenna diodes in the routed design || 0
|-
| Worst Path Arrival || roughly 2.4 ns
|-
| Sum Neg Setup Slack || 0 ns
|-
| Later-pin clock latency in the skew report || 0.27 ns
|-
| Yosys reg bits || 26
|-
| HPWL after detailed placement || between 1500 and 2000 µm
|-
| Run status || complete, no violations
|-
| Number of post-CTS setup repair buffers || 0
|-
| Cell Area, Placed || approximately 1600 µm²
|-
| Floorplan utilization || between 30% and 40%
|-
| Die X || 65.90 µm
|-
| Max-slew violation count || 0
|-
| Largest net degree at the start of global routing || 27
|-
| Crit. End Element || register
|-
| Total length of routed wires || between 2000 and 2500 µm
|-
| Largest type area fraction || 28.60%
|-
| Area added between synthesis and finish || 36.98%
|-
| End of the worst register-to-register path || led_c[0]
|-
| Antenna Violating Nets Remaining || 0
|-
| Endpoint required time on the critical path || around 4.0 ns
|-
| Chip area estimate from yosys synthesis || around 1200 µm²
|-
| Maximum clock rate || between 0.4 and 0.5 GHz
|-
| FILL cells || between 300 and 400
|-
| Most congested layer reported by global routing || met2
|-
| GR Util met1 || around 17%
|-
| Worst hold path class || register to register
|-
| Wire length of the first global-routing pass || between 3000 and 4000 µm
|-
| Power density cells || roughly 350 nW/µm²
|-
| Total congestion overflow after global routing || 0
|-
| Area inside the core boundary || 3799 µm²
|}
[cell families (layout without fill, tap and decap cells)]
| group | count (synthesis) | after routing | share of synthesized area (%) |
|---|---|---|---|
| fa+ha+maj | 1 | 1 | 1.021 |
| flops | 26 | 26 | 54.34 |
| buf+inv | 9 | 45 | 3.473 |
| compound gates | 14 | 14 | 7.763 |
| xor+xnor | 12 | 12 | 8.580 |
| simple gates | 34 | 34 | 15.32 |
| mux | 5 | 5 | 9.500 |
[registers in the layout (all words and copies together), names as in the netlist]
| register | count |
|---|---|
| clkdiv | 14 |
| led_a | 4 |
| led_c | 8 |
[critical path, cell delays in order]
cell             delay [ns]
clkdlybuf4s50_1        0.40
mux4_2                 0.60
nand2b_1               0.23
or3_1                  0.31
o221ai_1               0.08
[stage by stage]
step	power, W	hold WS [ns]	setup WS (ns)
floorplan	0.0003192	0.4375	1.816
global placement	0.0003586	0.4577	1.365
detailed placement	0.0003592	0.4646	1.337
CTS	0.0005876	0.4848	1.620
global route	0.0006047	0.4962	1.564
finish	0.0005801	0.4769	1.612
[final cells by class]
type	count	area, µm²	share of cell area, %
Inverter	7	26.28	1.566
Sequential cell	26	665.6	39.67
Clock inverter	1	30.03	1.790
Timing Repair Buffer	34	337.8	20.13
Multi-Input combinational cell	66	516.7	30.80
Clock buffer	3	41.29	2.461
Tap cell	48	60.06	3.579
[metal layers]
metal,routed length (µm),vias to the layer above,part of all wire [%]
li1,-,422,-
met1,967,444,43
met2,1099,31,49
met3,177,2,7.9
met4,8,0,0.36
met5,0,-,0
[synth_stat cells, drive strengths merged]
library cell,n
a21oi,5
a31o,1
and3,2
and4,1
buf,2
dfrtp,14
dfstp,12
ha,1
inv,7
mux4,5
nand2,10
nand2b,3
nand3,8
nand4,1
nor2,3
nor2b,2
nor3,1
o211a,1
o21ai,1
o21ba,1
o221ai,2
o22ai,3
or2,1
or2b,1
or3,1
xnor2,8
xor2,4
[worst max path at each step]
stage              from        to  depth (start not counted)
finish        number[3]  led_c[0]                          5
global route  number[7]  led_c[0]                          5
CTS           number[3]  led_c[0]                          5
[where the power goes]
part / internal, W / switching, W
clock network: 0.000141 / 0.0000853
logic: 0.0000418 / 0.0000224
registers: 0.000288 / 0.00000160
Power figures rest on the tool's default switching activity, not on a simulated workload.
