$ cat design/flow/design.v
module sram_ctrl(clk, reset,
                 sram_a, sram_oe, sram_we,
                 sram1_io, sram1_ce, sram1_ub, sram1_lb,
                 sram2_io, sram2_ce, sram2_ub, sram2_lb,
                 c1_begin_wr, c1_begin_rd, c1_finish,
                 c1_addr, c1_data_wr, c1_data_rd,
                 c2_begin_wr, c2_begin_rd, c2_finish,
                 c2_addr, c2_data_wr, c2_data_rd);
   input clk, reset;
   output [17:0] sram_a;
   output        sram_oe, sram_we;
   output        sram1_ce, sram1_ub, sram1_lb;
   output        sram2_ce, sram2_ub, sram2_lb;
   inout [15:0]  sram1_io;
   inout [15:0]  sram2_io;
   input         c1_begin_wr, c1_begin_rd;
   output        c1_finish;
   input [19:0]  c1_addr;
   input [7:0]   c1_data_wr;
   output [7:0]  c1_data_rd;
   input         c2_begin_wr, c2_begin_rd;
   output        c2_finish;
   input [19:0]  c2_addr;
   input [7:0]   c2_data_wr;
   output [7:0]  c2_data_rd;
   assign sram1_ub = 0;
   assign sram1_lb = 0;
   assign sram2_ub = 0;
   assign sram2_lb = 0;
   reg [15:0]    sram_out;
   reg           sram_out_drv;
   assign sram1_io = sram_out_drv ? sram_out : 16'hZZZZ;
   assign sram2_io = sram_out_drv ? sram_out : 16'hZZZZ;
   reg           oe;
   reg           we;
   assign sram_oe = !oe;
   assign sram_we = !we;
   reg [19:0]    addr;
   wire [1:0]    byte_index = addr[1:0];
   assign        sram_a = addr[19:2];
   assign        sram1_ce = byte_index[1];
   assign        sram2_ce = !byte_index[1];
   reg [15:0]   sram1_io_r;
   reg [15:0]   sram2_io_r;
   always @(posedge clk or posedge reset)
     if (reset) begin
        sram1_io_r <= 0;
        sram2_io_r <= 0;
     end
     else begin
        sram1_io_r <= sram1_io;
        sram2_io_r <= sram2_io;
     end
   wire          c1_pending_rd, c1_pending_wr;
   wire          c2_pending_rd, c2_pending_wr;
   wire          c1_finish_rd, c1_finish_wr;
   wire          c2_finish_rd, c2_finish_wr;
   set_reset_flipflop c1_rd_ff(clk, reset, c1_begin_rd, c1_finish_rd, c1_pending_rd);
   set_reset_flipflop c1_wr_ff(clk, reset, c1_begin_wr, c1_finish_wr, c1_pending_wr);
   set_reset_flipflop c2_rd_ff(clk, reset, c2_begin_rd, c2_finish_rd, c2_pending_rd);
   set_reset_flipflop c2_wr_ff(clk, reset, c2_begin_wr, c2_finish_wr, c2_pending_wr);
   assign c1_finish = c1_finish_rd;
   assign c2_finish = c2_finish_rd;
   wire [15:0]   word_rd = byte_index[1] ? sram2_io_r : sram1_io_r;
   wire [7:0]    byte_rd = byte_index[0] ? word_rd[15:8] : word_rd[7:0];
   assign c1_data_rd = byte_rd;
   assign c2_data_rd = byte_rd;
   parameter S_IDLE   = 0;
   parameter S_C1_RD1 = 1;
   parameter S_C1_RD2 = 2;
   parameter S_C1_RD3 = 3;
   parameter S_C1_WR1 = 4;
   parameter S_C1_WR2 = 5;
   parameter S_C1_WR3 = 6;
   parameter S_C1_WR4 = 7;
   parameter S_C2_RD1 = 9;
   parameter S_C2_RD2 = 10;
   parameter S_C2_RD3 = 11;
   parameter S_C2_WR1 = 12;
   parameter S_C2_WR2 = 13;
   parameter S_C2_WR3 = 14;
   parameter S_C2_WR4 = 15;
   reg [3:0]     state;
   assign c1_finish_rd = (state == S_C1_RD3);
   assign c1_finish_wr = (state == S_C1_WR4);
   assign c2_finish_rd = (state == S_C2_RD3);
   assign c2_finish_wr = (state == S_C2_WR4);
   always @(posedge clk or posedge reset)
     if (reset) begin
        state <= S_IDLE;
        sram_out <= 0;
        sram_out_drv <= 0;
        addr <= 0;
        oe <= 0;
        we <= 0;
     end
     else case (state)
            S_IDLE: begin
               if (c1_pending_rd || c1_pending_wr)
                 addr <= c1_addr;
               else if (c2_pending_rd || c2_pending_wr)
                 addr <= c2_addr;
               else
                 addr <= 20'hXXXXX;
               oe <= (c1_pending_wr || c1_pending_rd ||
                      c2_pending_wr || c2_pending_rd);
               state <= (c1_pending_rd ? S_C1_RD1 :
                         c1_pending_wr ? S_C1_WR1 :
                         c2_pending_rd ? S_C2_RD1 :
                         c2_pending_wr ? S_C2_WR1 :
                         S_IDLE);
               sram_out <= 16'hXXXX;
               sram_out_drv <= 0;
               we <= 0;
            end  
            S_C1_RD1: begin
               oe <= 1;
               state <= S_C1_RD2;
               sram_out <= 16'hXXXX;
               sram_out_drv <= 0;
               we <= 0;
            end
            S_C2_RD1: begin
               oe <= 1;
               state <= S_C2_RD2;
               sram_out <= 16'hXXXX;
               sram_out_drv <= 0;
               we <= 0;
            end
            S_C1_RD2: begin
               oe <= 0;
               state <= S_C1_RD3;
               sram_out <= 16'hXXXX;
               sram_out_drv <= 0;
               we <= 0;
            end
            S_C2_RD2: begin
               oe <= 0;
               state <= S_C2_RD3;
               sram_out <= 16'hXXXX;
               sram_out_drv <= 0;
               we <= 0;
            end
            S_C1_RD3: begin
               oe <= 0;
               state <= S_IDLE;
               sram_out <= 16'hXXXX;
               sram_out_drv <= 0;
               we <= 0;
            end
            S_C2_RD3: begin
               oe <= 0;
               state <= S_IDLE;
               sram_out <= 16'hXXXX;
               sram_out_drv <= 0;
               we <= 0;
            end
            S_C1_WR1: begin
               oe <= 1;
               state <= S_C1_WR2;
               sram_out <= 16'hXXXX;
               sram_out_drv <= 0;
               we <= 0;
            end
            S_C2_WR1: begin
               oe <= 1;
               state <= S_C2_WR2;
               sram_out <= 16'hXXXX;
               sram_out_drv <= 0;
               we <= 0;
            end
            S_C1_WR2: begin
               oe <= 0;
               state <= S_C1_WR3;
               sram_out_drv <= 1;
               we <= 0;
               if (byte_index[0])
                 sram_out <= { c1_data_wr, word_rd[7:0] };
               else
                 sram_out <= { word_rd[15:8], c1_data_wr };
            end
            S_C2_WR2: begin
               oe <= 0;
               state <= S_C2_WR3;
               sram_out_drv <= 1;
               we <= 0;
               if (byte_index[0])
                 sram_out <= { c2_data_wr, word_rd[7:0] };
               else
                 sram_out <= { word_rd[15:8], c2_data_wr };
            end
            S_C1_WR3: begin
               oe <= 0;
               state <= S_C1_WR4;
               sram_out_drv <= 1;
               we <= 1;
            end
            S_C2_WR3: begin
               oe <= 0;
               state <= S_C2_WR4;
               sram_out_drv <= 1;
               we <= 1;
            end
            S_C1_WR4: begin
               oe <= 0;
               state <= S_IDLE;
               sram_out_drv <= 1;
               we <= 0;
            end
            S_C2_WR4: begin
               oe <= 0;
               state <= S_IDLE;
               sram_out_drv <= 1;
               we <= 0;
            end
          endcase
endmodule
module d_flipflop(clk, reset, d_in, d_out);
   input clk, reset, d_in;
   output d_out;
   reg    d_out;
   always @(posedge clk or posedge reset)
     if (reset) begin
         d_out   <= 0;
     end
     else begin
         d_out   <= d_in;
     end
endmodule
module d_flipflop_pair(clk, reset, d_in, d_out);
   input  clk, reset, d_in;
   output d_out;
   wire   intermediate;
   d_flipflop dff1(clk, reset, d_in, intermediate);
   d_flipflop dff2(clk, reset, intermediate, d_out);
endmodule
module set_reset_flipflop(clk, reset, sync_set, sync_reset, out);
   input clk, reset, sync_set, sync_reset;
   output out;
   reg    out;
   always @(posedge clk or posedge reset)
     if (reset)
       out   <= 0;
     else if (sync_set)
       out   <= 1;
     else if (sync_reset)
       out   <= 0;
endmodule
module pulse_stretcher(clk, reset, in, out);
   parameter BITS = 20;
   input  clk, reset, in;
   output out;
   reg    out;
   reg [BITS-1:0] counter;
   always @(posedge clk or posedge reset)
     if (reset) begin
        out <= 0;
        counter <= 0;
     end
     else if (counter == 0) begin
        out <= in;
        counter <= in ? 1 : 0;
     end
     else if (&counter) begin
        if (in) begin
           out <= 1;
        end
        else begin
           out <= 0;
           counter <= 0;
        end
     end
     else begin
        out <= 1;
        counter <= counter + 1;
     end
endmodule
$ cat design/flow/run.sh
#!/bin/bash
# OpenROAD 26Q1-2900-gdf79404cd8, Yosys 0.63+post, stock flow scripts
make -C /OpenROAD-flow-scripts/flow DESIGN_CONFIG=/design/flow/config.mk WORK_HOME=/design/flow/orfs finish
$ cat design/flow/config.mk
export PLATFORM = sky130hd
export DESIGN_NAME = sram_ctrl
export DESIGN_NICKNAME = sram_ctrl
export VERILOG_FILES = /design/flow/design.v
export SDC_FILE = /design/flow/constraint.sdc
export NUM_CORES = 4
export LEC_CHECK = 1
export CORE_UTILIZATION = 50
$ cat design/flow/constraint.sdc
current_design sram_ctrl

set clk_period 2.3
set clk_io_pct 0.2

create_clock -name clk0 -period $clk_period [get_ports {clk}]

set non_clock_inputs [all_inputs -no_clocks]
set_input_delay [expr $clk_period * $clk_io_pct] -clock clk0 $non_clock_inputs
set_output_delay [expr $clk_period * $clk_io_pct] -clock clk0 [all_outputs]
==> notes.md <==
yosys + openroad results -> cell area after placement=roughly 0.0042 mm2, last stage reached=clock tree synthesis, H-tree Lvls=3, AO/OA Area Share=5.17%, Unique masters post-synth=27, multiplexer area fraction after synthesis=between 20% and 30%, horizontal die size=between 80 and 90 um, number of standard cells after synthesis=276, initial cell density of the core=a little over half, post-detail-place hpwl=approximately 4.4 mm, Inserted Clock Buffers=9, Main logic family=multiplexers, arithmetic-cell share of the synthesized area counting full adders, half adders and majority gates=0%, number of buffers between clock root and the deepest sink=2, synthesized flop and latch total=roughly 73, area of the synthesized netlist per yosys stat=roughly 0.0034 mm2, post-synthesis sequential area ratio=a little over half, post-CTS sizing=0, biggest area consumer among synthesized cells=sky130_fd_sc_hd__dfrtp_1, Final Wtd Congestion=0.780, number of setup buffers added after CTS=0, simple logic cell fraction of the synthesized area=5.50%, # hold bufs at CTS=0, number of sinks handled by clock tree synthesis=about 73, Yosys top cell area share=between 50% and 60%, # IOs=around 140, dpl ws=0.448 ns, cell area after technology mapping=about 0.0034 mm2, Std-Cell Rows=29, total of buffers placed on input and output ports=~100, top cells by area=sky130_fd_sc_hd__dfrtp_1 (53%), sky130_fd_sc_hd__mux2i_1 (11%), sky130_fd_sc_hd__mux2_2 (10%), yosys stat cell total=276, cell total after placement=approximately 410, XOR/XNOR Fraction of Synth Area=0%, result of the run=stopped before the end, cell chosen for the clock root=sky130_fd_sc_hd__clkbuf_8, yosys warns=4, error msg=[error] [KeplerFormal.cpp:679] Workflow failed: Iso has multiple drivers: .sram1_io0, sram1_io[0]$_DFFE_PP0P_.Q0, Post-Syn Area per Cell=12.3 um2, die span in y=about 84 um
-- cells in the mapped netlist --
library cell and count:
sky130_fd_sc_hd__clkbuf_1 4, sky130_fd_sc_hd__mux2i_1 36, sky130_fd_sc_hd__nor4_2 1, sky130_fd_sc_hd__and2_1 1
sky130_fd_sc_hd__nor2_1 22, sky130_fd_sc_hd__a21o_1 4, sky130_fd_sc_hd__a21oi_1 20, sky130_fd_sc_hd__o21ai_0 2
sky130_fd_sc_hd__o211ai_1 1, sky130_fd_sc_hd__conb_1 1, sky130_fd_sc_hd__nor4_4 1, sky130_fd_sc_hd__inv_1 16
sky130_fd_sc_hd__or4b_1 1, sky130_fd_sc_hd__nand3_4 1, sky130_fd_sc_hd__and3b_1 1, sky130_fd_sc_hd__nor4_1 1
sky130_fd_sc_hd__mux2_2 31, sky130_fd_sc_hd__buf_2 6, sky130_fd_sc_hd__buf_6 2, sky130_fd_sc_hd__a2111oi_4 1
sky130_fd_sc_hd__dfstp_2 1, sky130_fd_sc_hd__and4b_1 1, sky130_fd_sc_hd__nor3_1 1, sky130_fd_sc_hd__dfrtp_1 72
sky130_fd_sc_hd__buf_4 46, sky130_fd_sc_hd__and3_1 1, sky130_fd_sc_hd__mux2_4 1
-- cells by family after synthesis --
logic type | Yosys count
buf+inv | 74
flops | 73
mux | 68
simple gates | 32
compound gates | 28
other cells | 1
