===== /design/flow/config.mk =====
export PLATFORM = sky130hd
export DESIGN_NAME = spi_mem_emu
export DESIGN_NICKNAME = spi_mem_emu
export VERILOG_FILES = /design/flow/design.v
export SDC_FILE = /design/flow/constraint.sdc
export NUM_CORES = 4
export LEC_CHECK = 1
export CORE_UTILIZATION = 50

===== /design/flow/constraint.sdc =====
current_design spi_mem_emu

set clk_period 6.6
set clk_io_pct 0.2

create_clock -name clk0 -period $clk_period [get_ports {mclk}]

set non_clock_inputs [all_inputs -no_clocks]
set_input_delay [expr $clk_period * $clk_io_pct] -clock clk0 $non_clock_inputs
set_output_delay [expr $clk_period * $clk_io_pct] -clock clk0 [all_outputs]

===== /design/flow/design.v =====
module spi_mem_emu(mclk, reset,
                   spi_clk, spi_mosi, spi_miso, spi_cs,
                   mem_begin_wr, mem_begin_rd, mem_finish,
                   mem_addr, mem_data_wr, mem_data_rd);
   input mclk, reset;
   input spi_clk, spi_mosi, spi_cs;
   inout spi_miso;
   output mem_begin_wr, mem_begin_rd;
   input  mem_finish;
   output [19:0] mem_addr;
   output [7:0]  mem_data_wr;
   input [7:0]   mem_data_rd;
   wire          spi_clk_sync, spi_mosi_sync, spi_cs_sync;
   wire          spi_clk_prev;
   wire          spi_clk_posedge = spi_clk_sync && !spi_clk_prev;
   wire          spi_clk_negedge = !spi_clk_sync && spi_clk_prev;
   reg           spi_miso_out;
   d_flipflop_pair spi_dff_clk(mclk, reset, spi_clk, spi_clk_sync);
   d_flipflop_pair spi_dff_miso(mclk, reset, spi_mosi, spi_mosi_sync);
   d_flipflop_pair spi_dff_cs(mclk, reset, spi_cs, spi_cs_sync);
   d_flipflop spi_dff_clk_2(mclk, reset, spi_clk_sync, spi_clk_prev);
   assign spi_miso = spi_cs ? 1'bZ : spi_miso_out;
   reg [2:0]     bit_count;
   reg [7:0]     miso_reg;
   reg [7:0]     mosi_reg;
   reg           byte_strobe;
   reg           miso_load_strobe;
   reg [7:0]     miso_load_data;
   always @(posedge mclk or posedge reset)
     if (reset) begin
        bit_count <= 0;
        mosi_reg <= 0;
        miso_reg <= 8'hFF;
        spi_miso_out <= 1;
        byte_strobe <= 0;
     end
     else if (spi_cs_sync) begin
        bit_count <= 0;
        mosi_reg <= 0;
        miso_reg <= 8'hFF;
        spi_miso_out <= 1;
        byte_strobe <= 0;
     end
     else if (spi_clk_posedge) begin
        bit_count <= bit_count + 1;
        mosi_reg <= {mosi_reg[6:0], spi_mosi_sync};
        byte_strobe <= bit_count == 7;
     end
     else if (spi_clk_negedge) begin
        miso_reg <= {miso_reg[6:0], 1'b1};
        spi_miso_out <= miso_reg[7];
        byte_strobe <= 0;
     end
     else if (miso_load_strobe) begin
        miso_reg <= miso_load_data;
        byte_strobe <= 0;
     end
     else begin
        byte_strobe <= 0;
     end
   parameter I_WRSR     = 8'h01;   
   parameter I_WRITE    = 8'h02;   
   parameter I_READ     = 8'h03;   
   parameter I_WRDI     = 8'h04;   
   parameter I_RDSR     = 8'h05;   
   parameter I_WREN     = 8'h06;   
   parameter I_WRITE20  = 8'hA0;   
   parameter I_READ20   = 8'hB0;   
   parameter S_WAIT_FOR_CMD     = 4'h0;
   parameter S_CMD_WRITE_ADDR1  = 4'h2;
   parameter S_CMD_READ_ADDR1   = 4'h3;
   parameter S_CMD_RDSR         = 4'h5;
   parameter S_DONE             = 4'h7;
   parameter S_CMD_WRITE_ADDR2  = 4'h8;
   parameter S_CMD_WRITE_DATA   = 4'h9;
   parameter S_CMD_READ_ADDR2   = 4'hA;
   parameter S_CMD_READ_DATA    = 4'hB;
   reg [3:0]    state;
   reg          mem_begin_wr, mem_begin_rd;
   reg [19:0]   mem_addr;
   reg [7:0]    mem_data_wr;
   reg          write_enable;
   wire [7:0]   status_reg = write_enable ? 8'b0000_0010 : 8'b0000_0000;
   always @(posedge mclk or posedge reset)
     if (reset) begin
        state <= S_WAIT_FOR_CMD;
        miso_load_strobe <= 1;
        miso_load_data <= 8'hFF;
        mem_begin_wr <= 0;
        mem_begin_rd <= 0;
        mem_addr <= 0;
        mem_data_wr <= 0;
        write_enable <= 0;
     end
     else if (spi_cs_sync) begin
        state <= S_WAIT_FOR_CMD;
        miso_load_strobe <= 1;
        miso_load_data <= 8'hFF;
        mem_begin_wr <= 0;
        mem_begin_rd <= 0;
        mem_data_wr <= 0;
     end
     else case (state)
            S_DONE: begin
               state <= S_DONE;
               miso_load_strobe <= 1;
               miso_load_data <= 8'hFF;
               mem_begin_wr <= 0;
               mem_begin_rd <= 0;
               mem_data_wr <= 8'hXX;
            end
            S_WAIT_FOR_CMD: begin
               if (byte_strobe) begin
                  state <= (mosi_reg == I_WRSR  ? S_DONE :         
                            mosi_reg == I_WRITE ? S_CMD_WRITE_ADDR1 :
                            mosi_reg == I_READ  ? S_CMD_READ_ADDR1 :
                            mosi_reg == I_WRDI  ? S_DONE :
                            mosi_reg == I_RDSR  ? S_CMD_RDSR :
                            mosi_reg == I_WREN  ? S_DONE :
                            mosi_reg[7:4] == I_READ20[7:4]  ? S_CMD_READ_ADDR1 :
                            mosi_reg[7:4] == I_WRITE20[7:4] ? S_CMD_WRITE_ADDR1 :
                            S_DONE);                               
                  mem_addr <= ( (mosi_reg[7:4] == I_READ20[7:4] ||
                                 mosi_reg[7:4] == I_WRITE20[7:4])
                                ? { mosi_reg[3:0], 16'h0000 } : 20'h00000 );
               end
               else begin
                  state <= S_WAIT_FOR_CMD;
               end
               if (byte_strobe && mosi_reg == I_WREN)
                 write_enable <= 1;
               else if (byte_strobe && mosi_reg == I_WRDI)
                 write_enable <= 0;
               if (byte_strobe && mosi_reg == I_RDSR) begin
                  miso_load_strobe <= 1;
                  miso_load_data <= status_reg;
               end
               else begin
                  miso_load_strobe <= 0;
                  miso_load_data <= 8'hXX;
               end
               mem_begin_wr <= 0;
               mem_begin_rd <= 0;
               mem_data_wr <= 8'hXX;
            end
            S_CMD_RDSR: begin
               if (byte_strobe) begin
                  miso_load_strobe <= 1;
                  miso_load_data <= status_reg;
               end
               else begin
                  miso_load_strobe <= 0;
                  miso_load_data <= 8'hXX;
               end
               state <= S_CMD_RDSR;
               mem_begin_wr <= 0;
               mem_begin_rd <= 0;
               mem_data_wr <= 8'hXX;
            end
            S_CMD_WRITE_ADDR1: begin
               if (byte_strobe) begin
                  mem_addr[15:8] <= mosi_reg;
                  state <= S_CMD_WRITE_ADDR2;
               end
               miso_load_strobe <= 0;
               miso_load_data <= 8'hXX;
               mem_begin_wr <= 0;
               mem_begin_rd <= 0;
               mem_data_wr <= 8'hXX;
            end
            S_CMD_WRITE_ADDR2: begin
               if (byte_strobe) begin
                  mem_addr <= { mem_addr[19:8], mosi_reg } - 20'h1;
                  state <= S_CMD_WRITE_DATA;
               end
               miso_load_strobe <= 0;
               miso_load_data <= 8'hXX;
               mem_begin_wr <= 0;
               mem_begin_rd <= 0;
               mem_data_wr <= 8'hXX;
            end
            S_CMD_READ_ADDR1: begin
               if (byte_strobe) begin
                  mem_addr[15:8] <= mosi_reg;
                  state <= S_CMD_READ_ADDR2;
               end
               miso_load_strobe <= 0;
               miso_load_data <= 8'hXX;
               mem_begin_wr <= 0;
               mem_begin_rd <= 0;
               mem_data_wr <= 8'hXX;
            end
            S_CMD_READ_ADDR2: begin
               if (byte_strobe) begin
                  mem_addr[7:0] <= mosi_reg;
                  mem_begin_rd <= 1;
                  state <= S_CMD_READ_DATA;
               end
               else begin
                  mem_begin_rd <= 0;
               end
               miso_load_strobe <= 0;
               miso_load_data <= 8'hXX;
               mem_begin_wr <= 0;
               mem_data_wr <= 8'hXX;
            end
            S_CMD_WRITE_DATA: begin
               if (byte_strobe) begin
                  mem_addr <= mem_addr + 1;
                  mem_begin_wr <= 1;
                  mem_data_wr <= mosi_reg;
               end
               else begin
                  mem_begin_wr <= 0;
               end
               miso_load_strobe <= 0;
               miso_load_data <= 8'hXX;
               mem_begin_rd <= 0;
            end
            S_CMD_READ_DATA: begin
               if (mem_finish) begin
                  miso_load_strobe <= 1;
                  miso_load_data <= mem_data_rd;
               end
               else begin
                  miso_load_strobe <= 0;
                  miso_load_data <= 8'hXX;
               end
               if (byte_strobe) begin
                  mem_addr <= mem_addr + 1;
                  mem_begin_rd <= 1;
               end
               else begin
                  mem_begin_rd <= 0;
               end
               mem_begin_wr <= 0;
               mem_data_wr <= 8'hXX;
            end
          endcase
endmodule
module d_flipflop(clk, reset, d_in, d_out);
   input clk, reset, d_in;
   output d_out;
   reg    d_out;
   always @(posedge clk or posedge reset)
     if (reset) begin
         d_out   <= 0;
     end
     else begin
         d_out   <= d_in;
     end
endmodule
module d_flipflop_pair(clk, reset, d_in, d_out);
   input  clk, reset, d_in;
   output d_out;
   wire   intermediate;
   d_flipflop dff1(clk, reset, d_in, intermediate);
   d_flipflop dff2(clk, reset, intermediate, d_out);
endmodule
module set_reset_flipflop(clk, reset, sync_set, sync_reset, out);
   input clk, reset, sync_set, sync_reset;
   output out;
   reg    out;
   always @(posedge clk or posedge reset)
     if (reset)
       out   <= 0;
     else if (sync_set)
       out   <= 1;
     else if (sync_reset)
       out   <= 0;
endmodule
module pulse_stretcher(clk, reset, in, out);
   parameter BITS = 20;
   input  clk, reset, in;
   output out;
   reg    out;
   reg [BITS-1:0] counter;
   always @(posedge clk or posedge reset)
     if (reset) begin
        out <= 0;
        counter <= 0;
     end
     else if (counter == 0) begin
        out <= in;
        counter <= in ? 1 : 0;
     end
     else if (&counter) begin
        if (in) begin
           out <= 1;
        end
        else begin
           out <= 0;
           counter <= 0;
        end
     end
     else begin
        out <= 1;
        counter <= counter + 1;
     end
endmodule

===== /design/flow/run.sh =====
#!/bin/bash
# OpenROAD 26Q1-2900-gdf79404cd8, Yosys 0.63+post, stock flow scripts
make -C /OpenROAD-flow-scripts/flow DESIGN_CONFIG=/design/flow/config.mk WORK_HOME=/design/flow/orfs finish

==> reports/metrics.yaml <==
die_y_microns: 96.0
flop_cell: "dfrtp_1"
tool.error: "[error] [KeplerFormal.cpp:679] Workflow failed: Iso has multiple drivers: .spi_miso0, spi_miso$_DFFE_PP1P_.Q0"
post_cts.repair.setup_buffers: 0
rows: 33
largest_area_cell: "dfrtp_1"
top_cell_area_share_pct: 32.9
ys_cells: 497
cts_hold_buf: 0
cts_sinks: 77
io_pins: 45
htreeDepth: 3
post-dp-hpwl_mm: 7.66
top_cells_by_area: "dfrtp_1 33%, dfstp_2 11%, nand2_1 5.4%, a21oi_1 4.1%, o21ai_0 3.5%"
cts_buffer_depth: 2
async_flop_share_pct: 100
dp_slack_ns: 3.78
syn_inst: 497
ys_ff: 77
portBuffers: 43
enable_flop_cells: 0
synth.distinct_cells: 66
synth-seq-area-share_pct: 44.2
cts_resized: 0
status: "aborted with a tool error"
yosysChipArea_sq_mm: 0.00442
die_w_microns: 96.0
placed_area_sq_mm: 0.00488
synth_warnings: 3
synth_area_sq_mm: 0.00442
syn_avg_cell_area_sq_um: 8.89
fp_util_pct: 52.7
stop_stage: "4_1_cts"
gp_congestion: 0.905
cts-root-buf: "clkbuf_8"
numCtsBuffers: 9
dp_cells: 614
-- per-stage QoR --
| step | hold slack (ns) | utilization [%] |
|---|---|---|
| after floorplan | 0.331 | - |
| after global placement | 0.344 | 58.2 |
| after detailed placement | 0.343 | 58.2 |
-- synthesized netlist by cell type, types with 5 or more instances --
master    instances
inv_1            10
clkbuf_1         30
mux2_2            9
dfrtp_1          58
o31ai_1           5
nor4_1            7
ha_1              7
a31oi_1           9
dfstp_2          19
and3_1            5
a21oi_1          36
nor2b_1          10
a22o_1            5
o21ai_0          31
buf_1             6
a211oi_1         10
nor3_1           18
nand2_1          64
nand3_1          11
and2_1            7
or2_2             7
nor2_1           40
-- cells by family after synthesis --
| family | after synthesis | synth area share [%] |
|---|---|---|
| AND/OR/NAND/NOR | 200 | 23.2 |
| flip-flops | 77 | 44.2 |
| AND-OR/OR-AND | 146 | 22.1 |
| multiplexers | 12 | 2.97 |
| adder cells (fa/ha/maj) | 7 | 1.98 |
| buffers and inverters | 49 | 4.36 |
| XOR/XNOR | 6 | 1.19 |
